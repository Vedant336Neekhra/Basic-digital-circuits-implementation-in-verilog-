[flow/design.v]
module MUX(input [15:0] a, b, c, d, e, f, g, h, i,
    input [3:0] sel,
    output reg [15:0] out);
always @(*)
begin
    case(sel)
        4'b0000: out=a;
        4'b0001: out=b;
        4'b0010: out=c;
        4'b0011:  out=d;
        4'b0100: out=e;
        4'b0101: out=f;
        4'b0110:  out=g;
        4'b0111:  out=h;
        4'b1000: out=i;
        default: out=16'b1111111111111111;
    endcase
end
endmodule
[flow/run.sh]
#!/bin/bash
# OpenROAD 26Q1-2900-gdf79404cd8, Yosys 0.63+post, stock flow scripts
make -C /OpenROAD-flow-scripts/flow DESIGN_CONFIG=/design/flow/config.mk WORK_HOME=/design/flow/orfs finish
[flow/config.mk]
export PLATFORM = sky130hd
export DESIGN_NAME = MUX
export DESIGN_NICKNAME = MUX
export VERILOG_FILES = /design/flow/design.v
export SDC_FILE = /design/flow/constraint.sdc
export NUM_CORES = 4
export LEC_CHECK = 1
export CORE_AREA = 10 10 78 78
export DIE_AREA = 0 0 88 88
[flow/constraint.sdc]
current_design MUX

set clk_period 4.9
set clk_io_pct 0.2

create_clock -name clk0 -period $clk_period

set non_clock_inputs [all_inputs -no_clocks]
set_input_delay [expr $clk_period * $clk_io_pct] -clock clk0 $non_clock_inputs
set_output_delay [expr $clk_period * $clk_io_pct] -clock clk0 [all_outputs]
==> results.json <==
{
  "syn_inst": 194,
  "ctsResizeCount": 0,
  "seq_area_sq_um": 0,
  "status": "completed",
  "ir_drop_v": 0.0000442,
  "top_area_share_pct": 18.3,
  "post_drt_wl_per_cell_microns": 21.1,
  "synth.area.top_cells": "mux2i_1, a22oi_1, o21ai_0",
  "powerDensity_nw_per_um2": 83.4,
  "gp_congestion": 0.940,
  "hold_depth": 3,
  "netlist_area_sq_um": 1310,
  "route.final.wire_length_microns": 8330,
  "port_buffers": 164,
  "worst_setup_path_start_kind": "primary input",
  "crit_arrival_ns": 3.38,
  "maxSlewViolCount": 0,
  "overflow": 0,
  "crit_slowest_cell": "clkdlybuf4s50_1",
  "final_cell_mix": "clkdlybuf4s50_1, mux2i_1, a22oi_1",
  "slew_headroom_pct": 61.8,
  "die_h_microns": 88,
  "synth.largest_area_cell": "mux2i_1",
  "grt_pass1_vias": 2157,
  "num_rows": 24,
  "dr.max_layer_used": "met3",
  "worstPathRequired_ns": 3.92,
  "wl_met2_microns": 4080,
  "p_leak_nw": 1.12,
  "final_area_sq_um": 2950,
  "post-route-util_pct": 66.7,
  "syn_area_per_cell_sq_um": 6.76,
  "antenna_found_initial": 0,
  "cp_max_fo": 16,
  "setup_viol": 0,
  "clock_buffers": 0,
  "postCtsSetupBuffers": 0,
  "hold_buffers": 0,
  "warnings": 33,
  "vias": 2124,
  "yosysChipArea_sq_um": 1310,
  "wl_met3_microns": 840,
  "ys_types": 42,
  "drive_gt1_share_pct": 5.54,
  "tightest_slew_ns": 0.571,
  "maxCapViolations": 0,
  "crit_path_end_kind": "primary output",
  "die_w_microns": 88,
  "final.setup.tns_ns": 0,
  "via_per_inst": 5.38,
  "drtPass1Iterations": 6,
  "grtUsageTotal_pct": 20.0,
  "met1Wirelength_microns": 3410,
  "place_ws_ns": 0.536,
  "flops": 0,
  "setup_ws_ns": 0.535,
  "placed_cell_area_sq_um": 2950,
  "grt_pass1_wl_microns": 12500,
  "lay_top_count": "clkdlybuf4s50_1",
  "hold_class": "in2out",
  "finalHoldViolCount": 0,
  "worstSetupPathType": "in2out",
  "diodes": 0,
  "ioPinCount": 164,
  "ys_cells": 194,
  "drtIter0Drc": 123,
  "fmax_mhz": 229,
  "crit_path_frequent_cell": "clkdlybuf4s50_1",
  "die_area_sq_um": 7740,
  "core_area_sq_um": 4410,
  "area_delta_synth_final_pct": 125,
  "drc_errors": 0,
  "drtAntennaViolNets": 0,
  "ys_seq_share_pct": 0,
  "worstPathCellList": "clkdlybuf4s50_1 -> nor3_2 -> nand2_2 -> a2bb2oi_1 -> or4_1 -> clkdlybuf4s50_1",
  "fin_hold_ws_ns": 2.98,
  "grt_max_degree": 25,
  "period_minus_slack_ns": 4.36,
  "finalCritPeriodShare_pct": 89.1,
  "hpwl_microns": 7150,
  "core_util_floorplan_pct": 29.7,
  "rsz0062_at_grt": "false",
  "crit_path_max_incr_delay_ns": 0.69,
  "yosysWarnings": 1
}
[per-stage QoR]
stage / total power, W / instances
4_1_cts: 0.000246 / 395
3_3_place_gp: 0.000245 / 395
5_1_grt: 0.000266 / 395
2_1_floorplan: 0.0000829 / 194
6_report: 0.000246 / 395
3_5_place_dp: 0.000245 / 395
[kinds of logic (layout without fill, tap and decap cells)]
| kind of cell | after synthesis | after routing | share of synthesized area [%] |
|---|---|---|---|
| compound gates | 81 | 81 | 42.7 |
| simple gates | 60 | 60 | 25.8 |
| mux | 27 | 27 | 20.9 |
| buf+inv | 26 | 175 | 10.6 |
[synthesized netlist by cell type (4+ instances only)]
cell type / count
mux2i_1: 24
clkbuf_1: 6
o22ai_1: 10
o21ai_0: 17
nor3_1: 5
nor2b_1: 4
a31oi_1: 4
a21oi_1: 8
nor2_1: 15
and3_1: 5
or3_1: 12
a22oi_1: 21
buf_2: 12
a221oi_1: 4
[routing by layer]
metal | track usage (%) | vias up
met1 | 26.5 | 960
met3 | 5.33 | 0
met5 | 0 | -
met2 | 33.4 | 88
li1 | - | 1076
met4 | 0.580 | 0
[report_power, final]
group	switching, W	internal [W]	total [W]
combinational	0.0000781	0.000168	0.000246
sequential	0	0	0
clock	0	0	0
total	0.0000781	0.000168	0.000246
[critical path, delay by kind of cell]
family / cells / cell delay [ns]
buffers and inverters: 2 / 1.14
AND-OR/OR-AND: 1 / 0.19
AND/OR/NAND/NOR: 3 / 1.07
[cell type report]
type | instances | area, sq um
Inverter | 3 | 11.3
Multi-Input combinational cell | 168 | 1170
Timing Repair Buffer | 172 | 1700
Tap cell | 52 | 65.1
Fill cell | 366 | 1470
[worst paths after layout]
check / startpoint / to / slack (ns)
max: sel[0] / out[11] / 0.54
min: i[15] / out[15] / 2.98
Power is estimated from default activity; no workload was simulated.
